==> design.v <==
`timescale 1ns/100ps
module opmux_ff #(
  parameter DEBUG = 1,
  parameter RF_STREAM_WIDTH = 16,
  parameter NET_STREAM_WIDTH = 1
) (
  clk,             
  rf_portA,        
  rf_portB,        
  net_stream,      
  confSig,         
  confLoad,        
  ceOut,           
  opnX,            
  opnY,            
  dbg_clk_enable,      
  dbg_conf_reg,        
  dbg_opnX_reg_in,     
  dbg_opnY_reg_in      
);
localparam OPMUX_CONF_WIDTH = 3;
localparam OPMUX_A_OP_B   = 3'd0,        
           OPMUX_A_FOLD_1 = 3'd1,        
           OPMUX_A_FOLD_2 = 3'd2,        
           OPMUX_A_FOLD_3 = 3'd3,        
           OPMUX_A_FOLD_4 = 3'd4,        
           OPMUX_A_OP_NET = 3'd5,        
           OPMUX_0_OP_B   = 3'd6,        
           OPMUX_A_OP_0   = 3'd7;        
  localparam dbg_yn = DEBUG ? "yes" : "no";      
  localparam                  OPN_WIDTH = RF_STREAM_WIDTH;     
  localparam [OPN_WIDTH-1:0]  ZEROS = 0;        
  input                           clk;
  input   [RF_STREAM_WIDTH-1:0]   rf_portA;
  input   [RF_STREAM_WIDTH-1:0]   rf_portB;
  input   [NET_STREAM_WIDTH-1:0]  net_stream;     
  input   [OPMUX_CONF_WIDTH-1:0]  confSig;        
  input                           confLoad;
  input                           ceOut;
  output  [OPN_WIDTH-1:0]         opnX;
  output  [OPN_WIDTH-1:0]         opnY;
  input                          dbg_clk_enable;
  (* dont_touch = dbg_yn, mark_debug = dbg_yn *)
  output [OPMUX_CONF_WIDTH-1:0]  dbg_conf_reg;
  output [OPN_WIDTH-1:0]         dbg_opnX_reg_in;
  output [OPN_WIDTH-1:0]         dbg_opnY_reg_in;
  (* extract_enable = "yes" *)
  reg  [OPMUX_CONF_WIDTH-1:0]  conf_reg = 0;      
  wire local_ce;       
  always @(posedge clk) begin
    if(confLoad && local_ce)     
        conf_reg <= confSig;     
    else
        conf_reg <= conf_reg;    
  end
  (* extract_enable = "yes" *)
  reg  [OPN_WIDTH-1:0]  opnX_reg = 0,      
                        opnY_reg = 0;
  wire [OPN_WIDTH-1:0]  muxX_out;
  wire [OPN_WIDTH-1:0]  muxY_out;
  function automatic [OPN_WIDTH-1:0] mux_X;
    input [OPN_WIDTH-1:0]         _A;
    input [OPMUX_CONF_WIDTH-1:0]  _select;
    if(_select==OPMUX_0_OP_B)  mux_X = ZEROS;
    else mux_X = _A;
  endfunction
  assign muxX_out = mux_X(rf_portA, conf_reg);
  always @(posedge clk) begin
    if(ceOut && local_ce)      
      opnX_reg <= muxX_out;    
    else
      opnX_reg <= opnX_reg;    
  end
  assign opnX = opnX_reg;          
  generate if(!(RF_STREAM_WIDTH==16)) AK_ASSERT___Fail  Failed(); endgenerate    
  function automatic [OPN_WIDTH-1:0] mux_Y;
    input [OPN_WIDTH-1:0]         _A;
    input [OPN_WIDTH-1:0]         _B;
    input [NET_STREAM_WIDTH-1:0]  _net;
    input [OPMUX_CONF_WIDTH-1:0]  _select;
    reg [OPN_WIDTH-1:0] _foldA_1;
    reg [OPN_WIDTH-1:0] _foldA_2;
    reg [OPN_WIDTH-1:0] _foldA_3;
    reg [OPN_WIDTH-1:0] _foldA_4;
    reg [OPN_WIDTH-1:0] _net_comb;
    localparam HALF    = OPN_WIDTH/2,
               QUART   = OPN_WIDTH/4,
               HQUART  = OPN_WIDTH/8,      
               HHQUART = OPN_WIDTH/16;     
    begin
      _foldA_1  = {ZEROS[HALF +: HALF],          _A[HALF +: HALF]};         
      _foldA_2  = {ZEROS[QUART +: QUART*3],      _A[QUART +: QUART]};       
      _foldA_3  = {ZEROS[HQUART +: HQUART*7],    _A[HQUART +: HQUART]};     
      _foldA_4  = {ZEROS[HHQUART +: HHQUART*15], _A[HHQUART +: HHQUART]};   
      _net_comb = {ZEROS[OPN_WIDTH-1:NET_STREAM_WIDTH], _net};              
      (* full_case, parallel_case *)
      case (_select)
        OPMUX_A_OP_B   : mux_Y = _B; 
        OPMUX_A_FOLD_1 : mux_Y = _foldA_1; 
        OPMUX_A_FOLD_2 : mux_Y = _foldA_2; 
        OPMUX_A_FOLD_3 : mux_Y = _foldA_3; 
        OPMUX_A_FOLD_4 : mux_Y = _foldA_4; 
        OPMUX_A_OP_NET : mux_Y = _net_comb; 
        OPMUX_0_OP_B   : mux_Y = _B; 
        OPMUX_A_OP_0   : mux_Y = ZEROS;        
        default        : mux_Y = _B; 
      endcase
    end
  endfunction
  assign muxY_out = mux_Y(rf_portA, rf_portB, net_stream, conf_reg);
  always @(posedge clk) begin
    if(ceOut && local_ce)      
      opnY_reg <= muxY_out;    
    else
      opnY_reg <= opnY_reg;    
  end
  assign opnY = opnY_reg;      
  generate
    if(DEBUG) begin
      assign local_ce = dbg_clk_enable;
      assign dbg_conf_reg = conf_reg;
      assign dbg_opnX_reg_in = muxX_out;
      assign dbg_opnY_reg_in = muxY_out;
    end else begin
      assign local_ce = 1;      
    end
  endgenerate
endmodule
==> run.sh <==
#!/bin/bash
# OpenROAD 26Q1-2900-gdf79404cd8, Yosys 0.63+post, stock flow scripts
make -C /OpenROAD-flow-scripts/flow DESIGN_CONFIG=/design/flow/config.mk WORK_HOME=/design/flow/orfs finish
==> config.mk <==
export PLATFORM = sky130hd
export DESIGN_NAME = opmux_ff
export DESIGN_NICKNAME = opmux_ff
export VERILOG_FILES = /design/flow/design.v
export SDC_FILE = /design/flow/constraint.sdc
export NUM_CORES = 4
export LEC_CHECK = 1
export CORE_UTILIZATION = 30
==> constraint.sdc <==
current_design opmux_ff

set clk_period 2.3
set clk_io_pct 0.2

create_clock -name clk0 -period $clk_period [get_ports {clk}]

set non_clock_inputs [all_inputs -no_clocks]
set_input_delay [expr $clk_period * $clk_io_pct] -clock clk0 $non_clock_inputs
set_output_delay [expr $clk_period * $clk_io_pct] -clock clk0 [all_outputs]
==> results.ini <==
[pwr]
ir_drop_v=0.000249
p_per_area_mw_per_mm2=489
p_leak_nw=1.40

[final_timing]
fin_crit_ns=2.45
slew_viol_final=0
tns_ns=-0.169
worst_slack_ns=-0.155
clock_skew_ns=0.00634
fmax_ghz=0.407
fin_crit_sh_pct=107
hold_violations=0
slew-limit-headroom_pct=80.2
worst_slew_pin_slew_ns=0.296
setup_viol=2
rsz0062_at_grt=true

[finish]
drive_gt1_share_pct=23.9
design_area_sq_mm=0.00309
final_util_pct=64.1
synthToLayoutAreaGrowth_pct=101
fill_cells=378

[floorplanning]
fp_util_pct=31.9
chipArea_sq_mm=0.00542
num_rows=25
io_pins=107
die_width_microns=73.6
core_sq_mm=0.00482
die_h_microns=73.6

[synthesis]
yosysWarnings=1
ys_ff=35
netlist_area_sq_mm=0.00154
edf_count=35
synthCells=109
synth_seq_share_pct=68.3
ys_cells=109
yosys_area_sq_mm=0.00154
ys_async_sr_fraction_pct=0
ff_type=edfxtp_1
syn_area_per_cell_sq_um=14.1
ys_types=26

[clock_network]
clk_pin_slew_ns=0.07
clock_latency_ns=0.28
cts.sinks=35
ctsHoldBuffers=0
clock_path_buffers=2
htreeDepth=2
cts_made_buffers=5
cts_tree=yes
clockRootBuffer=clkbuf_8

[grt]
grt_pass1_vias=1177
grt.overflow.total=0
track_usage_pct=16.2
grt_pass1_wl_microns=6190
antenna_found_initial=0
grt_max_degree=18

[critical_path]
critical_path.slowest_cell=clkdlybuf4s50_1
worst_setup_path_start_kind=input pin
crit_chain=clkdlybuf4s50_1 -> nor4bb_1 -> a21oi_1 -> o22ai_1 -> clkdlybuf4s50_1
path_common_cell=clkdlybuf4s50_1
crit_path_end_kind=output pin
crit_path_max_fanout=2
slowest_delay_ns=0.50
worst-endpoint-arrival_ns=1.99
crit_type=input pin to output pin
cp.required_ns=1.84

[route]
n_antenna_cell=0
drc=0
wl_per_cell_microns=14.9
drtPass1Iterations=4
ant_nets=0
drt-total-wl_microns=4630
via_per_inst=4.59
first_iter_violations=77
vias=1422

[hold_path]
hold_class=input pin to register

[placement]
place.gp.congestion=0.804
dp_hpwl_microns=3290
port_buffers=106
placement.cell_area_sq_mm=0.00270

[flow_run]
drv_cap=0
tool_warnings=27

[outcome]
violations=setup timing
outcome=finished with violations

-- kinds of logic after synthesis --
group	synth area share, %
compound gates	7.32
buf+inv	3.42
flops	68.3
mux	5.29
simple gates	15.6
-- cells in the final DEF (no fill, tap or decap), types with 3 or more instances in the layout --
master / synthesis / final
and2_1: 26 / 9
and2_4: 0 / 17
buf_4: 1 / 21
clkbuf_8: 0 / 5
clkdlybuf4s50_1: 0 / 91
dlymetal6s2s_1: 0 / 15
edfxtp_1: 35 / 35
inv_1: 5 / 5
mux2i_1: 7 / 7
nor2_1: 4 / 3
o32ai_2: 0 / 3
or2_4: 1 / 3
-- worst paths after layout --
check                           slack, ns            endpoint   startpoint  cells past startpoint
worst min-delay path                 0.73         conf_reg[2]   confSig[2]                      1
worst max-delay path                -0.15  dbg_opnY_reg_in[0]  rf_portA[4]                      5
worst min register to register       0.82         opnY_reg[2]  conf_reg[0]                      2
worst max register to register       0.61        opnY_reg[15]  conf_reg[2]                      7
-- synthesized netlist by cell type (all sizes together), types with 2 or more instances --
master  count  area [sq um]
a21oi       3          18.8
a31oi       2          12.5
and2       26           163
buf         5          33.8
edfxtp     35          1050
inv         5          18.8
mux2i       7          70.1
nand2       3          13.8
nand3       2          10.0
nor2        4          15.0
o21ai       2          10.0
o22ai       2          12.5
o32ai       4          35.0
or2         2          15.0
-- layer usage --
layer	vias up	wire length [microns]	track usage [%]
met2	85	2100	23.5
met3	6	463	4.99
met4	0	56	2.14
met1	656	2000	26.3
met5	-	0	0
li1	675	-	-
-- critical path, delay by kind of cell --
kind | cells | cell delay [ns]
buffers and inverters | 2 | 0.97
AND/OR/NAND/NOR | 1 | 0.30
AND-OR/OR-AND | 2 | 0.27
-- repair_timing --
item | in CTS | in global routing
resized | 7 | 39
cloned | 0 | 1
endpoints found under the setup margin | 17 | 32
setup buffers | 1 | 17
hold endpoints to repair | 0 | 0
pin swaps | 1 | 16
-- power by group --
group / internal, W / switching [W] / total, W / leakage (nW)
Clock: 0.000201 / 0.000204 / 0.000405 / 0.0414
Sequential: 0.000736 / 0.00000762 / 0.000743 / 0.344
Combinational: 0.000248 / 0.000113 / 0.000362 / 1.02
-- final cells by class --
type / instances / area, sq um / share of cell area (%)
well taps: 67 / 83.8 / 2.71
clock buffers: 5 / 68.8 / 2.23
clock inverters: 2 / 8.76 / 0.284
repair buffers: 131 / 1320 / 42.7
flip-flops and latches: 35 / 1050 / 34.0
multi-input cells: 65 / 539 / 17.5
inverters: 5 / 18.8 / 0.608
-- per-stage QoR --
| step | hold WS (ns) | cells | total power (W) | setup WS, ns |
|---|---|---|---|---|
| 5_1_grt | 0.720 | 310 | 0.00158 | -0.204 |
| 6_report | 0.728 | 310 | 0.00151 | -0.155 |
| 3_5_place_dp | 0.815 | 284 | 0.00105 | -0.0888 |
| 4_1_cts | 0.722 | 292 | 0.00147 | -0.0999 |
| 2_1_floorplan | 0.559 | 109 | 0.000834 | 0.653 |
| 3_3_place_gp | 0.808 | 284 | 0.00105 | -0.0473 |
Power figures rest on the tool's default switching activity, not on a simulated workload.
